==> design/flow/run.sh <==
#!/bin/bash
# OpenROAD 26Q1-2900-gdf79404cd8, Yosys 0.63+post, stock flow scripts
make -C /OpenROAD-flow-scripts/flow DESIGN_CONFIG=/design/flow/config.mk WORK_HOME=/design/flow/orfs finish
==> design/flow/config.mk <==
export PLATFORM = sky130hd
export DESIGN_NAME = add
export DESIGN_NICKNAME = add
export VERILOG_FILES = /design/flow/design.v
export SDC_FILE = /design/flow/constraint.sdc
export NUM_CORES = 4
export LEC_CHECK = 1
export CORE_AREA = 10 10 70 70
export DIE_AREA = 0 0 80 80
==> design/flow/constraint.sdc <==
current_design add

set clk_period 3.2
set clk_io_pct 0.2

create_clock -name clk0 -period $clk_period

set non_clock_inputs [all_inputs -no_clocks]
set_input_delay [expr $clk_period * $clk_io_pct] -clock clk0 $non_clock_inputs
set_output_delay [expr $clk_period * $clk_io_pct] -clock clk0 [all_outputs]
==> design/flow/design.v <==
module add (
	input	[3:0]	a,b,
	output	[4:0]	sum
);
	assign sum = a + b;
endmodule
==> reports/results.ini <==
[power]
ir_drop_mv = 0.0181
seq_power_share = 0
p_leak_nw = 0.132
power.switching_w = 0.0000143
p_sw_frac = 0.290
p_clk_frac = 0
power.density_nw_per_um2 = 146
pwr-share-comb = 1.000
internal_power_w = 0.0000349

[global_routing]
grt_start_max_net_pins = 4
antenna_found_initial = 0
grt.overflow.total = 0
grt_pass1_wl_um = 910
grt_pass1_vias = 174
grt_usage = 0.0173

[route]
vias = 159
routedWlPerCell_um = 7.30
antenna_cells = 0
drc = 0
ant_nets = 0
drtIter0Drc = 1
wirelength_um = 555
drtPass1Iterations = 2
via_per_inst = 2.09

[die]
num_rows = 21
die_x_um = 80
core_area_sq_um = 3420
ios = 13
fp_util = 0.0399
dieArea_sq_um = 6400
die_h_um = 80

[final_timing]
final_hold_viol_count = 0
report.final.setup_viol = 0
fin_setup_tns_ps = 0
worst_pin_slew_ps = 137
finalMaxSlewViolations = 0
period_used_share = 0.958
maxSlewHeadroom = 0.908
max_freq_mhz = 326
grt_setup_unrepaired = false
period_needed_ps = 3070

[yosys]
synth_cell_types = 9
syn_inst = 16
ys.warnings.count = 0
ys_cells = 16
syn_area_per_cell_sq_um = 8.52
yosysSeqAreaShare = 0
yosys_area_sq_um = 136
netlist_area_sq_um = 136

[critical_path]
cp_top_family = buffers and inverters
path_class = in2out
cp.required_ps = 2560
crit_path_end_kind = output port
cpPeakStageDelay_ps = 490
crit_fanout = 2
start_kind = input pin
critPathMostFrequentCell = clkdlybuf4s50_1
crit_buf_inv = 3
slowest_stage = clkdlybuf4s50_1
cp_cell_sequence = clkdlybuf4s50_1 > ha_2 > inv_1 > fa_2 > nor2b_1 > o21ai_1 > nand2b_1 > clkdlybuf4s50_1
arrival_ps = 2430

[min_path]
min_path_type = in2out

[outcome]
status = finished, final reports clean

[layout]
flops = 0
lay_top_cells = clkdlybuf4s50_1, inv_1, ha_1
clockBufferCount = 0
drive_gt1_frac = 0.133
lay_top_count = clkdlybuf4s50_1
syn2layout_area_growth_pct = 147
utilization = 0.0985
seq_area_sq_um = 0

[flow_run]
drv_cap = 0
tool_warnings = 32

[cts]
cts-hold-fix-buffers = 0

[place]
globalplace.congestion = 0.751
numPortBuffers = 13

what timing repair did:
action,4_1_cts,5_1_grt
setup buffers,0,1
endpoints found under the setup margin,0,1
resized,0,3
synthesized netlist by cell type (all sizes together):
cell type	n	area share
ha	4	0.37
inv	4	0.11
xnor2	2	0.13
a21o	1	0.055
a21oi	1	0.064
fa	1	0.15
nand2b	1	0.046
nor2b	1	0.046
o21ai	1	0.037
logic make-up (layout without fill, tap and decap cells):
kind of cell               Yosys count  in the layout  synth area share
adders and majority gates            5              5             0.514
and+or+nand+nor                      2              2            0.0918
buffers and inverters                4             18             0.110
xor gates and xnor gates             2              2             0.128
AOI/OAI and AO/OA                    3              3             0.156
worst paths after layout:
check  slack, ps  depth (start not counted)  from     end
max          130                          8  b[0]  sum[4]
min         2360                          3  a[0]  sum[0]
power by group through the flow:
stage                 combinational (W)  sequential (W)  clock [W]
after CTS                     0.0000489               0          0
final                         0.0000492               0          0
after global routing          0.0000561               0          0
routing by layer:
metal / wire, um / share of wire / vias up / GRT usage
met5: 0 / 0 / - / 0
met4: 0 / 0 / 0 / 0
met3: 98 / 0.18 / 0 / 0.0114
met2: 186 / 0.34 / 11 / 0.0217
met1: 271 / 0.49 / 69 / 0.0251
li1: - / - / 79 / -
cell type report:
| class | count | area [sq um] |
|---|---|---|
| fillers | 408 | 3080 |
| inverters | 4 | 15.0 |
| multi-input cells | 12 | 126 |
| well taps | 46 | 57.6 |
| repair buffers | 14 | 138 |
stage by stage:
stage | setup slack (ps) | instance area, sq um | power [W] | hold slack [ps] | instances
after floorplan | 1130 | 136 | 0.0000151 | 1350 | 16
final | 133 | 337 | 0.0000492 | 2360 | 76
after CTS | 55.4 | 324 | 0.0000489 | 2390 | 75
after detailed placement | 61.4 | 324 | 0.0000485 | 2380 | 75
after global placement | 51.4 | 324 | 0.0000483 | 2360 | 75
after global routing | 2.36 | 337 | 0.0000561 | 2410 | 76
Power figures rest on the tool's default switching activity, not on a simulated workload.
