`design/flow/design.v`:
```
module top (
	input				clk,
	input		[3:0]	a, b,
	output	reg	[7:0]	mul
);
	always@(posedge clk) begin
		mul <= a * b;
	end
endmodule
```
`design/flow/run.sh`:
```
#!/bin/bash
# OpenROAD 26Q1-2900-gdf79404cd8, Yosys 0.63+post, stock flow scripts
make -C /OpenROAD-flow-scripts/flow DESIGN_CONFIG=/design/flow/config.mk WORK_HOME=/design/flow/orfs finish
```
`design/flow/config.mk`:
```
export PLATFORM = sky130hd
export DESIGN_NAME = top
export DESIGN_NICKNAME = top
export VERILOG_FILES = /design/flow/design.v
export SDC_FILE = /design/flow/constraint.sdc
export NUM_CORES = 4
export LEC_CHECK = 1
export CORE_AREA = 10 10 70 70
export DIE_AREA = 0 0 80 80
```
`design/flow/constraint.sdc`:
```
current_design top

set clk_period 2.9
set clk_io_pct 0.2

create_clock -name clk0 -period $clk_period [get_ports {clk}]

set non_clock_inputs [all_inputs -no_clocks]
set_input_delay [expr $clk_period * $clk_io_pct] -clock clk0 $non_clock_inputs
set_output_delay [expr $clk_period * $clk_io_pct] -clock clk0 [all_outputs]
```
==> out/results.ini <==
[finish]
area_delta_synth_final_pct=51.3
reg_top3=mul (8)
stdcell_area_um2=918
finish.utilization_pct=26.9
drive_gt1_share_pct=17.4
regMostFlops=mul
largest_reg_flops=8

[final_timing]
max_freq_mhz=362
fin_crit_ns=2.76
rsz0062_at_grt=no
hold_violations=0
drv_slew=0
relSlewSlack_pct=81.7
setup-violations-final=0
fin_crit_sh_pct=95.3
worst_pin_slew_ns=0.272
worst_hold_slack_ns=0.731

[die]
core_area_um2=3420
ios=17
core_util_floorplan_pct=17.8
die_w_um=80
row_count=21
die_h_um=80
die_area_um2=6400

[place]
dpl.hpwl_um=1080
portBuffers=16
gp_congestion=0.783
post_dp_cell_area_um2=885

[drt]
totalWireLength_um=1180
antenna_left=0
drt_iter0_drc=17
vias=487
via_per_inst=3.69
wl_per_cell_um=8.94
antennaDiodeCount=0
drc=0
drt_pre_antenna_iters=4

[critical_path]
startpoint_type=primary input
crit_required_ns=3.06
crit_arrival_ns=2.93
worstSetupPathType=primary input to flip-flop
critPathMaxFanout=4
critPathLaunch=b[3]
end_kind=flip-flop

[yosys]
ys_ff=8
ys.flop_type=dfxtp_1
synth-async-reset-ratio_pct=0
common_cells=13 x and2_1, 12 x ha_1, 8 x dfxtp_1, 4 x fa_1
netlist.area_leader.share_pct=26.4
synth.distinct_cells=18
ys_cells=59
yosysWarnings=1
syn_avg_cell_area_um2=10.3
postSynthSeqShare_pct=26.4
synthCells=59
synth_chip_area_um2=607
yosys.area.top_type=dfxtp_1
synth-edff-count=0
synth_area_um2=607
top_cell=and2_1
area_leaders=dfxtp_1 26%, ha_1 25%, and2_1 13%, fa_1 13%, xnor2_1 2.9%

[global_routing]
grt_pass1_vias=495
grt_pass1_wl_um=2050
grt_overflow_total=0
antenna_found_initial=0
grt_max_degree=6
groute.usage.overall_pct=3.73

[power]
power_density_nw_per_um2=395
peakVddDrop_v=0.0000898
switchingPower_w=0.0000887
p_int_w=0.000274
p_sw_share_pct=24.5
p_comb_share_pct=40.0
power_frac_seq_pct=38.0
pwr-share-clk_pct=22.1
leakagePower_nw=0.438

[clock_network]
clockBufferDepth=2
cts_tree=built
cts_buffers=3
cts_setup_buffers=0
root_buffer=clkbuf_4
clk_pin_slew_ns=0.05
holdBufCountCts=0
cts_htree_levels=1
cts_sinks=8

[worst_hold_path]
hold_start=a[0]
holdPathStages=2
hold_path_class=primary input to flip-flop
min_to=mul[0]

[job]
drv_cap=0
log.warning_count=25

[outcome]
status=complete, no violations

-- power groups by stage --
| stage | clock, W | combinational (W) | sequential [W] |
|---|---|---|---|
| CTS | 0.0000862 | 0.000143 | 0.000138 |
| global route | 0.0000894 | 0.000166 | 0.000141 |
| finish | 0.0000801 | 0.000145 | 0.000138 |
-- cell families (layout without fill, tap and decap cells) --
| group | count (synthesis) | after routing | share of synthesized area [%] |
|---|---|---|---|
| buffers and inverters | 3 | 30 | 1.86 |
| XOR/XNOR | 3 | 3 | 4.33 |
| AND-OR/OR-AND | 9 | 9 | 9.90 |
| adder cells (fa/ha/maj) | 16 | 16 | 37.9 |
| flip-flops | 8 | 8 | 26.4 |
| AND/OR/NAND/NOR | 20 | 20 | 19.6 |
-- metrics by stage --
stage / total power, W / cells / TNS, ns / setup WS (ns)
CTS: 0.000367 / 132 / 0 / 0.0773
finish: 0.000362 / 132 / 0 / 0.137
global route: 0.000396 / 132 / 0 / 0.0356
global placement: 0.000285 / 129 / -1.49 / -0.473
floorplan: 0.000198 / 59 / 0 / 0.127
detailed placement: 0.000284 / 129 / -1.53 / -0.504
-- worst max-delay path by stage --
stage / endpoint / cells past startpoint
CTS: mul[7] / 9
global route: mul[7] / 9
finish: mul[7] / 9
-- layout make-up --
cell class / count / area, µm²
Sequential cell: 8 / 160
Fill cell: 365 / 2500
Inverter: 3 / 11.3
Tap cell: 46 / 57.6
Multi-Input combinational cell: 48 / 454
Timing Repair Buffer: 24 / 213
Clock buffer: 3 / 22.5
-- repair_timing --
| action | in CTS | in global routing |
|---|---|---|
| pin swaps | 2 | 0 |
| setup endpoints to repair | 3 | 2 |
| hold endpoints to repair | 0 | 0 |
| resized | 6 | 3 |
-- worst max-delay path, cell delays in order --
cell and delay, ns:
dlygate4sd2_1 0.25, nand2_1 0.09, fa_1 0.53, inv_1 0.05, fa_2 0.46, ha_4 0.29, a211oi_1 0.07, or4b_1 0.51
o2111ai_1 0.10
-- routing by layer --
metal / global-route usage, % / routed length, µm / vias to the layer above
li1: - / - / 260
met1: 5.10 / 561 / 215
met2: 5.30 / 494 / 10
met3: 1.48 / 112 / 2
met4: 1.06 / 12 / 0
met5: 0 / 0 / -
-- cells in the final DEF (no fill, tap or decap), types with 2 or more instances in the layout --
| cell type | netlist | final |
|---|---|---|
| inv_1 | 3 | 3 |
| xnor2_1 | 2 | 2 |
| nand2_1 | 3 | 3 |
| a21oi_1 | 3 | 2 |
| fa_1 | 4 | 3 |
| buf_4 | 0 | 8 |
| dfxtp_1 | 8 | 8 |
| clkdlybuf4s50_1 | 0 | 10 |
| clkbuf_4 | 0 | 3 |
| nor2_1 | 2 | 2 |
| and2_1 | 13 | 13 |
| ha_1 | 12 | 11 |
| dlygate4sd2_1 | 0 | 6 |
Power and IR drop assume default switching activity.
